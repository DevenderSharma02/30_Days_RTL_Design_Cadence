==> ./design.v <==
`timescale 1ns / 1ps
module four_bit_carry_lookahead_adder(A,B,Cin,Sum,Cout);
input [3:0] A,B;
input Cin;
output [3:0]Sum;
output Cout;
wire [3:0] G,P;
wire [3:0]C;
assign G[0] = A[0] & B[0];
assign G[1] = A[1] & B[1];
assign G[2] = A[2] & B[2];
assign G[3] = A[3] & B[3];
assign P[0] = A[0] ^ B[0];
assign P[1] = A[1] ^ B[1];
assign P[2] = A[2] ^ B[2];
assign P[3] = A[3] ^ B[3];
assign C[0] = Cin;
assign C[1] = G[0] | (P[0] & C[0]);
assign C[2] = G[1] | (P[1] & G[0]) | (P[1] & P[0] & C[0]);
assign C[3] = G[2] | (G[1] & P[2]) | (G[0] & P[1] & P[2]) | (P[0] & P[1] & P[2] & C[0]);
assign Cout = G[3] | (G[2] & P[3]) | (G[1] & P[2] & P[3]) | (G[0] & P[1] & P[2] & P[3]) | (P[0] & P[1] & P[2] & P[3] & C[0]);
assign Sum = P ^ C;
endmodule
==> ./run.sh <==
#!/bin/bash
# OpenROAD 26Q1-2900-gdf79404cd8, Yosys 0.63+post, stock flow scripts
make -C /OpenROAD-flow-scripts/flow DESIGN_CONFIG=/design/flow/config.mk WORK_HOME=/design/flow/orfs finish
==> ./config.mk <==
export PLATFORM = sky130hd
export DESIGN_NAME = four_bit_carry_lookahead_adder
export DESIGN_NICKNAME = four_bit_carry_lookahead_adder
export VERILOG_FILES = /design/flow/design.v
export SDC_FILE = /design/flow/constraint.sdc
export NUM_CORES = 4
export LEC_CHECK = 1
export CORE_AREA = 10 10 70 70
export DIE_AREA = 0 0 80 80
==> ./constraint.sdc <==
current_design four_bit_carry_lookahead_adder

set clk_period 3.7
set clk_io_pct 0.2

create_clock -name clk0 -period $clk_period

set non_clock_inputs [all_inputs -no_clocks]
set_input_delay [expr $clk_period * $clk_io_pct] -clock clk0 $non_clock_inputs
set_output_delay [expr $clk_period * $clk_io_pct] -clock clk0 [all_outputs]
==> deck_impl_summary.md <==
Implementation Results

Run status
  • Status: finished, final reports clean

Logic synthesis
  • Largest type area fraction: 33.9%
  • Top post-synthesis cells by area: ha_1 34%, a21o_1 15%, fa_1 14%
  • Commonest cells in the netlist: 4 x ha_1, 4 x inv_1, 3 x a21o_1
  • Synth warnings: 0
  • Yosys stat area: ~150 um2
  • # Cells Yosys: 17
  • Register share after synthesis: 0%
  • XOR Share, Synth: 17.8%
  • Netlist cell types: 8
  • And+or+nand+nor area frac: 0%
  • Post-synth top area cell: ha_1
  • Syn Inst Count: 17
  • Mux share: 0%
  • Fa+ha+maj area frac: 47.5%
  • Compound Share, Synth: 24.6%
  • Mapped Area: 148 um2
  • Syn_area_per_cell: around 8.7 um2
  • Comb area leader: adder cells

Floorplanning
  • Chip footprint: 0.00640 mm2
  • I/O pins: 14
  • Die X: 80 um
  • Die Ht: 80 um
  • Num rows: 21
  • FP Core Util: 4.32%
  • Core box area: 0.00342 mm2

Final layout
  • Flip-flops: 0
  • Clk_buf instances: 0
  • Gate Area: 133 um2
  • Proportion of layout cells with a drive suffix above 1: 0%
  • Final std cells w/o fill: 77
  • Register area: 0 um2
  • Design Area, Final: 345 um2
  • Area Overhead vs Synth: 134%
  • Filler instances: between 400 and 500

Flow run
  • OpenROAD warnings: 32
  • Number of max-cap violations: 0

STA
  • Fin. max-slew vios: 0
  • Measured slew at the worst slew-check pin: approximately 0.14 ns
  • Fmax achieved: about 310 MHz
  • WHS: 2.56 ns
  • RSZ-0062 raised after global routing: false
  • Relative slew margins: 90.5%
  • Final Hold Fails: 0
  • Setup TNS: 0 ns
  • Final setup violation count: 0
  • Minimum clock period: 3.26 ns
  • Part of the cycle the worst path needs: 88.2%

Global route
  • Wire length of the first global-routing pass: just over 800 um
  • Total track usage: 1.60%
  • Vias in the first global route: ~190
  • Antenna violations before repair: 0
  • Pin count of the biggest net entering global routing: 4
  • GR Overflow Total: 0

Min path
  • Hold path depth: 5
  • Hold WC Path Type: input pin to primary output

Place
  • DP HPWL: 484 um
  • IO buf count: 14
  • Area post-placement: roughly 350 um2
  • Gpl congestion: between 0.7 and 0.8
  • Dpl cells: between 70 and 80

Setup path
  • CP max-delay cell: clkdlybuf4s50_1
  • WP buf/inv: 2
  • Crit path kind: input pin to primary output
  • Required time of the critical path: 2.96 ns
  • Critical path's largest stage delay: ~0.49 ns
  • Critical Path AT: 2.52 ns
  • Crit path max fanout: 3
  • Critical Path Stages: 6
  • CP endpoint kind: primary output
  • Worst path most repeated cell: clkdlybuf4s50_1
  • Crit-path cells: clkdlybuf4s50_1 -> ha_1 -> a21o_1 -> a31o_1 -> xor2_1 -> clkdlybuf4s50_1
  • CP Launch Type: input pin
  • Delay-heaviest family, CP: buffers and inverters

Routing
  • WL final: 515 um
  • Vias: 163
  • ANT nets after route: 0
  • Number of vias per cell: roughly 2.1
  • DRC viols: 0
  • Antenna fix cells: 0
  • Detailed Route Iter0 Violations: 0
  • Avg WL per Cell: 6.69 um
  • DR pass1 iterations: 1

Power
  • VDD IR max: 0.0000290 V
  • Leak Pwr: 0.151 nW
  • Power Dens Cells: about 140 mW/mm2

Clock network
  • Post-CTS resize count: 0
  • # hold bufs at CTS: 0
  • # Post-CTS Setup Buffers: 0
==> final cells by class <==
class                           instances  share of cell area (%)
Multi-Input combinational cell         13                    38.4
Inverter                                4                    4.35
Timing Repair Buffer                   14                    40.6
Tap cell                               46                    16.7
==> through the flow <==
stage / power [mW] / utilization [%] / worst slack [ns]
floorplan: 0.0166 / - / 1.39
global placement: 0.0482 / 10.1 / 0.427
detailed placement: 0.0486 / 10.1 / 0.435
CTS: 0.0491 / 10.1 / 0.407
global route: 0.0546 / 10.1 / 0.301
finish: 0.0477 / 10.1 / 0.436
==> tightest hold or removal path: cells and delay by family <==
kind	cells	cell delay [ns]
buffers and inverters	4	0.94
adder cells (fa/ha/maj)	1	0.15
==> cell usage in the layout, fill, tap and decap left out, drive strengths merged <==
master	instances
clkdlybuf4s50	14
inv	4
ha	4
a21o	3
xnor2	2
a21oi	1
a31o	1
xor2	1
fa	1
==> worst paths after layout <==
check  startpoint  endpoint  slack, ns
min           Cin    Sum[0]       2.56
max          A[2]    Sum[3]       0.44
==> routing by layer <==
metal	part of all wire [%]	vias to the layer above	GRT usage, %
li1	-	86	-
met3	32	0	1.82
met2	27	13	2.09
met5	0	-	0
met4	0	0	0
met1	41	64	1.79
==> cell families after synthesis <==
group | Yosys count
fa+ha+maj | 5
compound gates | 5
buf+inv | 4
xor+xnor | 3
==> report_power, final <==
group | total (mW) | leakage, nW | switching [mW] | internal [mW]
Combinational | 0.0477 | 0.151 | 0.0135 | 0.0343
Sequential | 0 | 0 | 0 | 0
Clock | 0 | 0 | 0 | 0
Total | 0.0477 | 0.151 | 0.0135 | 0.0343
No activity file was given, so power comes from the tool's default toggle rates.
