### flow/run.sh
#!/bin/bash
# OpenROAD 26Q1-2900-gdf79404cd8, Yosys 0.63+post, stock flow scripts
make -C /OpenROAD-flow-scripts/flow DESIGN_CONFIG=/design/flow/config.mk WORK_HOME=/design/flow/orfs finish
### flow/config.mk
export PLATFORM = sky130hd
export DESIGN_NAME = comparator_4bit
export DESIGN_NICKNAME = comparator_4bit
export VERILOG_FILES = /design/flow/design.v
export SDC_FILE = /design/flow/constraint.sdc
export NUM_CORES = 4
export LEC_CHECK = 1
export CORE_AREA = 10 10 70 70
export DIE_AREA = 0 0 80 80
### flow/constraint.sdc
current_design comparator_4bit

set clk_period 1.7
set clk_io_pct 0.2

create_clock -name clk0 -period $clk_period

set non_clock_inputs [all_inputs -no_clocks]
set_input_delay [expr $clk_period * $clk_io_pct] -clock clk0 $non_clock_inputs
set_output_delay [expr $clk_period * $clk_io_pct] -clock clk0 [all_outputs]
### flow/design.v
`timescale 1ns / 1ps
module comparator_4bit (
    input [3:0] A,
    input [3:0] B,
    output A_gt_B,
    output A_lt_B,
    output A_eq_B
);
wire A3barB3 = ~A[3] & B[3];
wire A3B3bar =  A[3] & ~B[3];
wire A2barB2 = ~A[2] & B[2];
wire A2B2bar =  A[2] & ~B[2];
wire A1barB1 = ~A[1] & B[1];
wire A0barB0 = ~A[0] & B[0];
wire A1B1bar =  A[1] & ~B[1];
wire A0B0bar =  A[0] & ~B[0];
wire X3 = ~(A[3] ^ B[3]);
wire X2 = ~(A[2] ^ B[2]);
wire X1 = ~(A[1] ^ B[1]);
wire X0 = ~(A[0] ^ B[0]);
assign A_eq_B = X3 & X2 & X1 & X0;
assign A_lt_B = A3barB3 | (X3 & A2barB2) | (X3 & X2 & A1barB1) | (X3 & X2 & X1 & A0barB0);
assign A_gt_B = A3B3bar | (X3 & A2B2bar) | (X3 & X2 & A1B1bar) | (X3 & X2 & X1 & A0B0bar);
endmodule
==> flow_summary_export.csv <==
group,metric,value,unit
flow_run,max_cap_violations,0,
layout,seq_area,0,sq um
die,rows,21,
worst_hold_path,holdPathStages,5,
power_and_ir_drop,vdd_drop_max,0.02074,mV
logic_synthesis,synthCells,24,
logic_synthesis,syn_area,173.9,sq um
detailed_routing,n_antenna_cell,0,
power_and_ir_drop,p_switching,0.00002974,W
grt,grt.total_usage,1.732,%
detailed_routing,vias,181,
grt,grt_pass1_wl,931,um
layout,drive_gt1_share,27.78,%
logic_synthesis,yosys_warnings,0,
detailed_routing,vias_per_cell,2.207,
power_and_ir_drop,clkPwrFrac,0,%
die,chipWidth,80,um
sta,finalSetupTns,0,ns
grt,grt_pass1_vias,191,
detailed_routing,routed-wl-met2,251,um
setup_path,path_class,"input pin to output port",
outcome,status,"finished clean",
sta,setup_viol,0,
sta,hold_violations,0,
detailed_routing,wire_per_inst,6.549,um
sta,relSlewSlack,90.66,%
detailed_routing,drt_wl_total,537,um
die,fp.dieH,80,um
setup_path,crit_fanout,2,
detailed_routing,drt_iter0_drc,1,
power_and_ir_drop,power.density,186.8,mW/mm^2
logic_synthesis,top_cell_area_share,57.55,%
placement,portBuffers,11,
sta,fmax,610.8,MHz
detailed_routing,drtAntennaViolNets,0,
logic_synthesis,ys_types,6,
setup_path,endpoint_kind,"output port",
power_and_ir_drop,pwr-share-comb,100.0,%
logic_synthesis,yosys.area.top_type,"ha_1",
placement,place.gp.congestion,0.6816,
die,core_area,0.003416,sq mm
clock_network,postCtsHoldBufs,0,
flow_run,log.warning_count,36,
sta,worst_slew_pin_slew,0.1401,ns
power_and_ir_drop,power,0.00007128,W
sta,period_needed,1.637,ns
grt,antenna_found_initial,0,
logic_synthesis,avgSynthCellArea,7.247,sq um
detailed_routing,maxUsedRoutingLayer,"met3",
detailed_routing,drc,0,
setup_path,critPathLaunchType,"input pin",
worst_hold_path,min_path_type,"input pin to output port",
sta,period_used_share,96.30,%
logic_synthesis,area_leaders,"ha_1 58%, inv_1 17%, a21oi_1 12%",
power_and_ir_drop,power.internal,0.00004154,W
logic_synthesis,ys_seq_share,0,%
detailed_routing,wl_met1,218,um
power_and_ir_drop,switching_share,41.72,%
setup_path,critPathArrivalTime,1.30,ns
layout,nClkBuffers,0,
layout,syn2layout_area_growth,119.4,%
power_and_ir_drop,p_leak,0.1827,nW
die,dieArea,0.006400,sq mm
layout,ff_count,0,
grt,grt_overflow_total,0,
die,ios,11,
logic_synthesis,yosys_area,173.9,sq um
power_and_ir_drop,pwr-share-seq,0,%
sta,holdWs,1.312,ns
detailed_routing,route.met3.wl,68,um
grt,grt_max_degree,5,
detailed_routing,first_pass_iters,2,
setup_path,required,1.36,ns
die,fp_util,5.092,%
sta,slew_violations,0,
logic_synthesis,yosys-stat-cells,24,
-- Yosys cell counts (all sizes together) --
master  count
nand2       1
ha          8
inv         8
a21oi       4
o21ai       2
and4        1
-- final timing paths --
check                 from      to  slack (ns)
worst min-delay path  A[2]  A_gt_B        1.31
worst max-delay path  A[0]  A_eq_B        0.06
-- power groups by stage --
stage / Combinational (W) / Clock [W] / Sequential (W)
final: 0.0000713 / 0 / 0
after global routing: 0.0000818 / 0 / 0
after CTS: 0.0000645 / 0 / 0
-- per-stage QoR --
stage	std cells	util, %	setup WS [ns]	area (sq um)
floorplan	24	-	0.4947	173.9
global placement	82	10.22	-0.5355	349.1
detailed placement	82	10.22	-0.5594	349.1
CTS	82	10.70	0.006649	365.4
global route	82	11.17	-0.003170	381.6
finish	82	11.17	0.06292	381.6
-- kinds of logic (layout without fill, tap and decap cells) --
kind of cell	count (synthesis)	count (layout)	share of synthesized area, %
buffers and inverters	8	20	17.27
adder cells (fa/ha/maj)	8	8	57.56
AND/OR/NAND/NOR	2	2	7.912
AND-OR/OR-AND	6	6	17.27
-- critical path, stage by stage --
cell and delay (ns):
dlygate4sd2_1 0.22, inv_1 0.05, ha_1 0.28, and4_4 0.18, dlygate4sd2_1 0.23
-- what timing repair did --
action                     in CTS  in global routing
pin swaps                       3                  2
buffers inserted                0                  0
gates resized                  19                  5
setup endpoints to repair       3                  2
-- placed cells by master, fill, tap and decap left out --
master           n
a21oi_1          1
a21oi_2          3
and4_4           1
buf_4            1
clkdlybuf4s15_1  4
dlygate4sd2_1    7
ha_1             6
ha_4             2
inv_1            6
inv_2            2
nand2_1          1
o21ai_1          1
o21ai_2          1
-- routing by layer --
| layer | track usage (%) | vias to the layer above |
|---|---|---|
| met2 | 3.050 | 7 |
| met5 | 0 | - |
| met4 | 0 | 0 |
| met1 | 2.109 | 73 |
| met3 | 0.5682 | 0 |
| li1 | - | 101 |
-- cell type report --
class / count / area, sq um
fillers: 398 / 3034
inverters: 8 / 30.03
multi-input cells: 16 / 185.2
well taps: 46 / 57.56
repair buffers: 12 / 108.9
Power and IR drop assume default switching activity.
