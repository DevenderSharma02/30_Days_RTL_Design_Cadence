<file path="flow/run.sh">
#!/bin/bash
# OpenROAD 26Q1-2900-gdf79404cd8, Yosys 0.63+post, stock flow scripts
make -C /OpenROAD-flow-scripts/flow DESIGN_CONFIG=/design/flow/config.mk WORK_HOME=/design/flow/orfs finish
</file>
<file path="flow/config.mk">
export PLATFORM = sky130hd
export DESIGN_NAME = up_down_counter
export DESIGN_NICKNAME = up_down_counter
export VERILOG_FILES = /design/flow/design.v
export SDC_FILE = /design/flow/constraint.sdc
export NUM_CORES = 4
export LEC_CHECK = 1
export CORE_AREA = 10 10 70 70
export DIE_AREA = 0 0 80 80
</file>
<file path="flow/constraint.sdc">
current_design up_down_counter

set clk_period 2.1
set clk_io_pct 0.2

create_clock -name clk0 -period $clk_period [get_ports {clk}]

set non_clock_inputs [all_inputs -no_clocks]
set_input_delay [expr $clk_period * $clk_io_pct] -clock clk0 $non_clock_inputs
set_output_delay [expr $clk_period * $clk_io_pct] -clock clk0 [all_outputs]
</file>
<file path="flow/design.v">
`timescale 1ns / 1ps
module up_down_counter(
                        input clk,reset,
                        input up_down,
                        output reg [3:0] count
                        );
           always @(posedge clk)begin
           if(reset)
                count <= 4'b0000;
           else
             begin
             if(up_down)
                count <= count + 1;
             else
                count <= count - 1;
             end 
           end      
endmodule
</file>
==> results.py <==
# Auto-generated metrics
metrics = {
    "logic_synthesis": {
        "ys_types": 11,
        "ys_ff": 4,
        "top_cell_area_share": 0.418,
        "post-synth-top-count-cell": "dfxtp_1",
        "edf_count": 0,
        "ys_seq_share": 0.418,
        "top_area_cell": "dfxtp_1",
        "syn-mean-instance-area_sq_um": 10.6,
        "synth_area_sq_um": 191,
        "async_reset_ff_frac": 0,
        "ys_area_sq_um": 191,
        "synth_warnings": 1,
        "yosys_cells": 18,
        "syn-instance-count": 18,
        "top_cells_by_count": "4 x dfxtp_1, 2 x ha_1, 2 x nand3_1, 2 x nor2_1, 2 x xnor2_1",
        "synthFlopType": "dfxtp_1",
        "top_cells_by_area": "dfxtp_1 42%, ha_1 13%, fa_1 10%",
    },
    "cells_and_area": {
        "largestRegisters": "count: 4 flops",
        "top_register": "count",
        "layout.cells.non_filler": 73,
        "drive_gt1_frac": 0.148,
        "nFillCells": 402,
        "syn_to_final_growth_pct": 73.2,
        "largest_reg_flops": 4,
    },
    "setup_path": {
        "cp_top_family": "buffers and inverters",
        "path_max_fanout": 3,
        "endpoint_kind": "register",
        "crit_chain": "clkdlybuf4s50_1 -> inv_1 -> ha_1 -> a21oi_1 -> nand3_1 -> a21oi_2",
        "required_ns": 2.27,
        "slowest_stage": "clkdlybuf4s50_1",
        "crit_path_start_kind": "input port",
        "worst_path_largest_cell_delay_ns": 0.49,
        "worst-path-buf-inv": 2,
        "critical_path_arrival_ns": 1.84,
        "path_class": "in2reg",
    },
    "clocking": {
        "worstSkewPairLatency_ns": 0.24,
        "cts_num_sinks": 4,
        "cts_hold_buf": 0,
        "cts_tree": "done",
        "path_clk_slew_ns": 0.04,
        "numCtsBuffers": 3,
        "root_buffer": "clkbuf_4",
        "cts_htree_levels": 1,
        "cts_max_path_buffers": 2,
        "cts_resized": 0,
        "cts_setup_buffers": 0,
    },
    "floorplanning": {
        "core_sq_um": 3420,
        "num_rows": 21,
        "die_w_um": 80,
        "pin_count": 7,
        "chip_area_sq_um": 6400,
        "die_h_um": 80,
        "fp_util": 0.0560,
    },
    "power": {
        "power.density_nw_per_um2": 858,
        "p_seq_frac": 0.357,
        "p_sw_uw": 75.5,
        "power.share.clock": 0.340,
        "p_leak_uw": 0.000119,
        "p_int_uw": 209,
        "vdd_drop_max_mv": 0.243,
        "switching_share": 0.265,
        "p_comb_frac": 0.303,
    },
    "sta": {
        "setup_violations": 0,
        "fin_tns_setup_ns": 0,
        "worst_slew_pin_slew_ns": 0.219,
        "skew_ns": 0.000839,
        "max_freq_mhz": 599,
        "slew_headroom": 0.853,
        "min_period_ns": 1.67,
        "fin_crit_sh": 0.795,
        "slew_viol_final": 0,
        "setup_ws_ns": 0.430,
        "hold_viol_final": 0,
        "rsz0062_at_grt": "no",
    },
    "drt": {
        "vias": 162,
        "wire_per_inst_um": 6.77,
        "drcViolationCount": 0,
        "antenna_cells": 0,
        "first_iter_violations": 1,
        "wl_um": 494,
        "drt_first_pass_iters": 2,
        "ant_nets": 0,
        "routed_via_density": 2.22,
    },
    "grt": {
        "globalRouteOverflowTotal": 0,
        "grt_first_pass_wirelength_um": 828,
        "grt_max_degree": 5,
        "track_usage": 0.0171,
        "antenna_found_initial": 0,
        "grt_pass1_vias": 164,
    },
    "placement": {
        "dpl.hpwl_um": 391,
        "dp_slack_ns": 0.215,
        "placed_cells_incl_taps": 70,
        "place.gp.congestion": 0.656,
        "port-buffer-count": 6,
    },
    "run": {
        "warnings": 25,
        "cap_viol_max_count": 0,
    },
    "worst_hold_path": {
        "hold_path.class": "reg2reg",
    },
    "status": {
        "outcome": "completed",
    },
}
power groups by stage:
stage / Sequential (uW) / Combinational [uW] / Clock (uW)
CTS: 103 / 88.3 / 98.2
global route: 104 / 97.4 / 107
finish: 102 / 86.3 / 96.7
cells by family (layout without fill, tap and decap cells):
family	count (synthesis)	in the layout	share of synthesized area
adder cells (fa/ha/maj)	3	3	0.235
AND/OR/NAND/NOR	5	5	0.124
AND-OR/OR-AND	3	3	0.111
buffers and inverters	1	10	0.0196
flip-flops	4	4	0.418
XOR/XNOR	2	2	0.0915
layer usage:
metal  part of all wire  routed length [um]  track usage  vias to the layer above
met3               0.18                  90       0.0205                        2
met5                  0                   0            0                        -
met4              0.010                   5      0.00352                        0
met1               0.43                 210       0.0219                       74
met2               0.38                 188       0.0169                        7
li1                   -                   -            -                       79
through the flow:
stage / hold WS, ns / instance area [sq um] / total power (uW) / utilization
finish: 0.475 / 332 / 285 / 0.0971
global route: 0.530 / 332 / 309 / 0.0971
CTS: 0.481 / 332 / 289 / 0.0971
detailed placement: 0.469 / 309 / 190 / 0.0905
global placement: 0.466 / 309 / 187 / 0.0905
floorplan: 0.433 / 191 / 146 / -
placed cells by master, fill, tap and decap left out:
cell             n
clkbuf_4         3
ha_1             2
a21oi_2          1
clkdlybuf4s50_1  6
xnor2_1          2
nor2b_1          1
inv_1            1
a21oi_1          1
dfxtp_1          4
nor2_1           2
nand3_1          2
a21o_1           1
fa_1             1
area by class of cell:
type | count | area [sq um] | share of cell area
timing repair buffer | 6 | 60.1 | 0.181
clock buffer | 3 | 22.5 | 0.0679
multi-input combinational | 13 | 108 | 0.325
tap | 46 | 57.6 | 0.174
sequential | 4 | 80.1 | 0.242
inverter | 1 | 3.75 | 0.0113
path summary, 6_finish.rpt:
| path | cells after the start | to | from | slack [ns] |
|---|---|---|---|---|
| max | 6 | count[3] | up_down | 0.43 |
| min reg2reg | 1 | count[0] | count[0] | 0.48 |
| min | 1 | count[0] | count[0] | 0.48 |
| max reg2reg | 4 | count[3] | count[2] | 0.92 |
Power figures rest on the tool's default switching activity, not on a simulated workload.
